===== design.v =====
`timescale 1ns / 1ps
module FibFSM #(
  parameter INPUT_WIDTH = 8,   
  parameter OUTPUT_WIDTH = 32  
)(
  input logic clk,                     
  input logic rst_n,                   
  input logic [INPUT_WIDTH-1:0] fib_in,   
  input logic vld_in,                  
  input logic rdy_out,                 
  output logic rdy_in,                 
  output logic [OUTPUT_WIDTH-1:0] fib_out,  
  output logic vld_out                 
);
  typedef enum logic [1:0] {
    IDLE,         
    CALCULATING,  
    DONE          
  } state_t;
  state_t cur_state, next_state;
  logic [OUTPUT_WIDTH-1:0] a, b;   
  logic [INPUT_WIDTH-1:0] counter;  
  logic [INPUT_WIDTH-1:0] cur_num;        
  always_ff @(posedge clk or negedge rst_n) begin
    if (!rst_n) begin
      cur_state <= IDLE;
      a <= 0;
      b <= 1;
      counter <= 0;
      cur_num <= 0;
    end else begin
      cur_state <= next_state;
      case (cur_state)
        IDLE: begin
          if (vld_in && rdy_in) begin
            cur_num <= fib_in;
            counter <= 0;
            a <= 0;  
            b <= 1;  
          end
        end
        CALCULATING: begin
          if (counter < cur_num - 1) begin
            b <= a + b;  
            a <= b;
            counter <= counter + 1;
          end
        end
        DONE: begin
        end
        default: ;  
      endcase
    end
  end
  always_comb begin
    next_state = cur_state;
    case (cur_state)
      IDLE:
        if (vld_in && rdy_in)
          next_state = state_t'((fib_in <= 1) ? DONE : CALCULATING);
      CALCULATING:
        if (counter >= cur_num - 1)
          next_state = DONE;
      DONE:
        if (rdy_out)
          next_state = IDLE;
      default: next_state = IDLE;
    endcase
  end
  assign rdy_in = (cur_state == IDLE);
  assign vld_out = (cur_state == DONE);
  assign fib_out = (cur_num == 0) ? 0 : (cur_num == 1) ? 1 : b;
endmodule

===== run.sh =====
#!/bin/bash
# OpenROAD 26Q1-2900-gdf79404cd8, Yosys 0.63+post, stock flow scripts
make -C /OpenROAD-flow-scripts/flow DESIGN_CONFIG=/design/flow/config.mk WORK_HOME=/design/flow/orfs finish

===== config.mk =====
export PLATFORM = sky130hd
export DESIGN_NAME = FibFSM
export DESIGN_NICKNAME = FibFSM
export VERILOG_FILES = /design/flow/design.v
export SDC_FILE = /design/flow/constraint.sdc
export NUM_CORES = 4
export LEC_CHECK = 1
export CORE_UTILIZATION = 50

===== constraint.sdc =====
current_design FibFSM

set clk_period 7.7
set clk_io_pct 0.2

create_clock -name clk0 -period $clk_period [get_ports {clk}]

set non_clock_inputs [all_inputs -no_clocks]
set_input_delay [expr $clk_period * $clk_io_pct] -clock clk0 $non_clock_inputs
set_output_delay [expr $clk_period * $clk_io_pct] -clock clk0 [all_outputs]

==> Slide: Implementation Results <==
Implementation Results

Floorplanning
  • Core area: 10400 µm²
  • Row Count: 37
  • Die W: 106 µm
  • DIE AREA: 11200 µm²
  • FP Util: 51.8%
  • Total I/O pin count: 46
  • Die H: 106 µm

Clock tree
  • CTS buffer count: 9
  • TritonCTS clock tree: built
  • Clk buf depth: 2
  • Clk latency of the worst-skew pair: 0.35 ns
  • CTS Sinks: 83
  • CTS HTree Levels: 3
  • Hold_buf cts: 0
  • Root buf cell: clkbuf_8
  • Clk slew on worst S/H paths: 0.09 ns
  • Post-CTS setup repair buffer count: 0
  • CTS resizes: 0

Synthesis
  • Average size of a mapped cell: 8.80 µm²
  • Biggest area cells: dfrtp_1 (38%), ha_1 (10%), nand2_1 (8.4%), nor2b_1 (4.2%), nand3_1 (3.7%)
  • Dominant cell area share: 37.7%
  • Synth Seq Share: 38.7%
  • Synth cell count leaders: nand2_1 (120), dfrtp_1 (81), ha_1 (43)
  • Post-synth top flop: dfrtp_1
  • Ys async rst share: 100%
  • Yosys cell count: 611
  • Yosys stat area: 5380 µm²
  • Number of enable flip-flop cells: 0
  • Post-synth regs: 83
  • Gate Count Post-Synth: 611
  • Synth warn: 1
  • Synthesized area: 5380 µm²
  • Synth top cell by count: nand2_1
  • Unique cell types: 63
  • Largest area contributor in the synthesized netlist: dfrtp_1

Drt
  • Antenna Violating Nets Remaining: 0
  • Ant. Diodes: 0
  • Vias/cell: 5.58
  • Final wirelength: 12000 µm
  • Detailed Route Iter0 Violations: 166
  • DR WL/cell: 15.3 µm
  • # DRC: 0
  • Vias: 4378
  • Drt first pass iters: 4

Worst setup path
  • CP Data Arrival Time: 2.94 ns
  • Crit Path Class: reg2out
  • Setup crit end kind: primary output
  • Largest fanout on the critical path: 18
  • Kind of start point of the critical path: register
  • Crit path DRT: 6.16 ns

GRT
  • Grt met1 use: 37.2%
  • Met3 Track Usage GR: 3.79%
  • Global route overflow: 0
  • Met2 Use GR: 36.1%
  • First-pass GRT wire length: 20300 µm
  • GR Util All Layers: 23.2%
  • Largest net degree at the start of global routing: 47
  • Vias in the first global route: 4206
  • Initial antenna violation count: 0
  • GR peak layer: met1

Flow run
  • Max Cap Violations: 0
  • OpenROAD warnings: 28

Power
  • Peak VDD IR: 239 µV
  • Power density over the cells: 260 nW/µm²
  • Power, Total: 1600 µW
  • Leak pwr: 0.00306 µW

Cells and area
  • Layout cells sized above 1: 6.64%
  • Area Growth Syn to Fin: 14.3%
  • Fin cells: 784

Worst hold path
  • Hold crit path type: reg2reg

STA
  • Post-layout min period: 4.48 ns
  • Worst Max-Slew Pin Slew: 0.798 ns
  • Relative slew margins: 46.7%
  • F_max: 0.223 GHz
  • Slew Viols, Final: 0
  • Setup Skew: 0.0140 ns
  • Cycle use final: 58.2%
  • Final hold violation count: 0
  • # setup viols final: 0
  • Setup TNS Final: 0 ns
  • RSZ-0062 raised after global routing: no

Placement
  • HPWL Detailed: 7970 µm
  • PortBufs: 45
  • Placed Instances: 768
  • Routability cong.: 0.874

Status
  • Status: completed
==> worst paths after layout <==
path	start	end	slack, ns	depth (start not counted)
worst min register to register	a[11]$_DFFE_PN0P_	a[11]$_DFFE_PN0P_	0.48	2
worst max register to register	cur_num[2]$_DFFE_PN0P_	b[16]$_DFFE_PN0P_	3.92	9
min in group asynchronous	rst_n	b[9]$_DFFE_PN0P_	1.15	1
max in group asynchronous	rst_n	a[2]$_DFFE_PN0P_	5.57	2
worst max-delay path	cur_num[2]$_DFFE_PN0P_	fib_out[18]	3.22	6
worst min-delay path	a[11]$_DFFE_PN0P_	a[11]$_DFFE_PN0P_	0.48	2
==> registers in the layout (all words and copies together), names as in the netlist <==
name,flops
a,32
b,32
counter,8
cur_num,8
cur_state,3
==> cells by family (layout without fill, tap and decap cells) <==
family | count (synthesis) | count (layout) | share of synthesized area, %
compound gates | 142 | 142 | 17.7
xor+xnor | 34 | 34 | 5.54
fa+ha+maj | 44 | 44 | 10.4
buf+inv | 38 | 75 | 2.77
flops | 83 | 83 | 38.7
mux | 10 | 10 | 2.07
simple gates | 260 | 260 | 22.9
==> placed cells by master (no fill, tap or decap), types with 3 or more instances in the layout <==
cell type,count
o21ai_0,27
nand2b_1,3
dfrtp_1,81
nor2b_1,36
or3_1,4
nor2_1,24
clkbuf_8,9
clkdlybuf4s50_1,44
o31ai_1,15
o21bai_1,3
buf_4,6
a21o_1,23
and3_1,5
nand4_1,10
mux2_2,9
o21ai_1,5
xor2_1,19
xnor2_1,15
ha_1,43
a21oi_1,31
nand3_1,40
nand2_1,120
a31oi_1,6
inv_1,9
nor3_1,7
==> area by class of cell <==
class / instances / area (µm²)
clock inverter: 6 / 87.6
timing repair buffer: 50 / 485
fill: 884 / 4230
tap: 136 / 170
multi-input combinational: 490 / 3160
clock buffer: 10 / 128
inverter: 9 / 33.8
sequential: 83 / 2080
==> metal layers <==
layer / part of all wire (%) / vias up
li1: - / 2227
met2: 45 / 81
met3: 3.9 / 10
met5: 0 / -
met4: 0.97 / 0
met1: 50 / 2060
==> power by group <==
group	leakage, µW	total, µW	switching, µW	internal, µW
Sequential	0.00113	581	76.0	505
Clock	0.000111	346	162	184
Combinational	0.00182	669	440	230
Total	0.00306	1600	678	918
==> worst max-delay path, stage by stage, from the launching register on <==
cell	delay (ns)
dfrtp_1	0.43
or4_4	0.58
nor3_4	0.20
o21a_1	0.53
buf_4	0.36
nor2b_1	0.08
clkdlybuf4s50_1	0.40
==> metrics by stage <==
| stage | hold slack, ns | instance area [µm²] | util, % | setup slack [ns] |
|---|---|---|---|---|
| 5_1_grt | 0.499 | 6140 | 59.2 | 3.05 |
| 3_5_place_dp | 0.462 | 5930 | 57.2 | 3.57 |
| 4_1_cts | 0.483 | 6140 | 59.2 | 3.18 |
| 6_report | 0.482 | 6140 | 59.2 | 3.22 |
| 2_1_floorplan | 0.445 | 5380 | - | 4.52 |
| 3_3_place_gp | 0.458 | 5930 | 57.2 | 3.64 |
No activity file was given, so power comes from the tool's default toggle rates.
